### flow/config.mk
export PLATFORM = sky130hd
export DESIGN_NAME = EtoM
export DESIGN_NICKNAME = EtoM
export VERILOG_FILES = /design/flow/design.v
export SDC_FILE = /design/flow/constraint.sdc
export NUM_CORES = 4
export LEC_CHECK = 1
export CORE_AREA = 10 10 154 154
export DIE_AREA = 0 0 164 164
### flow/constraint.sdc
current_design EtoM

set clk_period 1.0
set clk_io_pct 0.2

create_clock -name clk0 -period $clk_period [get_ports {clk}]

set non_clock_inputs [all_inputs -no_clocks]
set_input_delay [expr $clk_period * $clk_io_pct] -clock clk0 $non_clock_inputs
set_output_delay [expr $clk_period * $clk_io_pct] -clock clk0 [all_outputs]
### flow/design.v
module EtoM(clk, RegWriteE, MemtoRegE, MemWriteE, MemWriteSBE, ALUInE, WriteDataE, WriteRegE, PCPlus4E, JalE, sysE, breakE, regvE, regaE, RegWriteM, MemtoRegM, MemWriteM, MemWriteSBM, ALUOutM, WriteDataM, WriteRegM, PCPlus4M, JalM, sysM, breakM, regvM, regaM); 
    input clk;
    input RegWriteE;
    input MemtoRegE;
    input MemWriteE;
    input MemWriteSBE;
    input [31:0] ALUInE;
    input [31:0] WriteDataE;
    input [4:0] WriteRegE;
    input [31:0] PCPlus4E;
    input JalE;
    input [31:0] regvE;
    input [31:0] regaE;
    input sysE;
    input breakE;
    output reg RegWriteM;
    output reg MemtoRegM;
    output reg MemWriteM;
    output reg MemWriteSBM;
    output reg [31:0] ALUOutM;
    output reg [31:0] WriteDataM;
    output reg [4:0] WriteRegM;
    output reg [31:0] PCPlus4M;
    output reg JalM;
    output reg [31:0] regvM;
    output reg [31:0] regaM;
    output reg sysM;
    output reg breakM;
    initial begin 
        RegWriteM = 0;
        MemtoRegM = 0;
        MemWriteM = 0;
        MemWriteSBM = 0;
        ALUOutM = 0;
        WriteDataM = 0;
        WriteRegM = 0;
        PCPlus4M = 0;
        JalM = 0;
		regvM = 0;
        regaM = 0;
        sysM = 0;
        breakM = 0;
    end 
    always@(posedge clk)
    begin      
        RegWriteM <= RegWriteE;
        MemtoRegM <= MemtoRegE;
        MemWriteM <= MemWriteE;
        MemWriteSBM <= MemWriteSBE;
        ALUOutM <= ALUInE;
        WriteDataM <= WriteDataE;
        WriteRegM <= WriteRegE;
        PCPlus4M <= PCPlus4E;
        JalM <= JalE;
		regvM <= regvE;
        regaM <= regaE;
        sysM <= sysE;
        breakM <= breakE;
    end
endmodule
### flow/run.sh
#!/bin/bash
# OpenROAD 26Q1-2900-gdf79404cd8, Yosys 0.63+post, stock flow scripts
make -C /OpenROAD-flow-scripts/flow DESIGN_CONFIG=/design/flow/config.mk WORK_HOME=/design/flow/orfs finish
==> run_results.csv <==
group,metric,value,unit
finish,comb_cells,0,
setup_path,critPathBufInv,1,
hold_path,worstHoldPathType,"in2reg",
synthesis,syn-cell-area,0.003443,mm^2
final_timing,hold_ws,0.2145,ns
power_and_ir_drop,clockPowerShare,0.429,
setup_path,startpoint_type,"register",
routing,drt-initial-drc-count,50,
grt,grt_pass1_wl,18040,um
power_and_ir_drop,swShare,0.2180,
power_and_ir_drop,total_power,0.01451,W
final_timing,max_freq,963.1,MHz
setup_path,cp.arrival,0.84,ns
place,io_buffers,344,
floorplanning,die_h,164,um
clocking,clockBufferDepth,2,
routing,wirelength,12750,um
synthesis,syn_avg_cell_area,20.02,um^2
final_timing,worst_slew_pin_slew,0.1772,ns
setup_path,slowest_delay,0.31,ns
setup_path,crit_path_max_fanout,1,
setup_path,crit_required,0.80,ns
final_timing,max_slew_margin,0.8818,
routing,n_antenna_cell,0,
synthesis,ys_area,0.003443,mm^2
finish,drive_above_1_share,0.4040,
final_timing,rsz0062_at_grt,"yes",
final_timing,hold_violations,0,
final_timing,fin_crit_sh,1.038,
place,routabilityCongestion,0.8258,
setup_path,end_kind,"primary output",
synthesis,top_area_frac,1.000,
clocking,hold_buffers,0,
routing,firstDrtPassIters,3,
routing,detail-route-antenna-nets,0,
grt,grt_max_degree,19,
finish,combGateArea,0,um^2
floorplanning,rows,52,
synthesis,ff_type,"dfxtp_1",
synthesis,synth_top_cell_by_count,"dfxtp_1",
power_and_ir_drop,power.internal,0.01135,W
final_timing,finalSetupViolCount,172,
grt,grt_pass1_vias,2784,
power_and_ir_drop,p_comb_frac,0.068,
synthesis,synth_seq_share,1.000,
synthesis,synth_cell_types,1,
outcome,violations,"negative setup slack",
synthesis,yosysWarnings,1,
grt,grt_use_total,0.09042,
synthesis,area_leaders,"dfxtp_1",
clocking,cts_htree_levels,4,
synthesis,synthCells,172,
power_and_ir_drop,power_density,2080,mW/mm^2
finish,seqCellArea,0.003466,mm^2
flow_run,warnings,27,
clocking,root_buffer,"clkbuf_16",
clocking,cts_tree,"yes",
clocking,clk_pin_slew,0.07,ns
outcome,outcome,"complete, but fails checks",
synthesis,async_flop_share,0,
floorplanning,die_width,164,um
final_timing,tns,-2.719,ns
grt,grt_overflow_total,0,
finish,utilization,0.3436,
clocking,post-cts-setup-buffer-count,0,
power_and_ir_drop,peakVddDrop,1.109,mV
clocking,numCtsBuffers,17,
synthesis,synth_top_cell_by_area,"dfxtp_1",
routing,num_vias,2570,
clocking,cts_sinks,172,
synthesis,ys_cells,172,
synthesis,synth-edff-count,0,
final_timing,setup_ws,-0.03830,ns
synthesis,synth_flops,172,
final_timing,maxSlewViolCount,0,
finish,nFillCells,2026,
grt,antenna_found_initial,0,
setup_path,crit_chain,"buf_2",
power_and_ir_drop,p_switching,0.003164,W
setup_path,path_delay_family,"flip-flops",
flow_run,maxCapViolCount,0,
floorplanning,fp-utilization,0.1696,
synthesis,common_cells,"dfxtp_1",
routing,wl_per_cell,15.61,um
setup_path,cp_slowest_cell,"dfxtp_2",
place,dpl.hpwl,10860,um
floorplanning,io_pins,345,
power_and_ir_drop,p_leak,3.089,nW
finish,syn_to_final_growth,102.6,%
routing,drc_errors,0,
power_and_ir_drop,pwr-share-seq,0.503,
floorplanning,core,0.02030,mm^2
setup_path,worstSetupPathType,"reg2out",
routing,via_per_inst,3.146,
final_timing,period_needed,1.038,ns
floorplanning,die_area,0.02690,mm^2
==> cell type report <==
type	instances	area share
well taps	270	0.04843
repair buffers	344	0.3720
clock buffers	17	0.06099
flip-flops and latches	172	0.4969
clock inverters	14	0.02170
==> layer usage <==
layer  share of wire  GRT usage  vias to the layer above  wire length [um]
li1                -          -                     1261                 -
met1            0.33    0.09250                     1126              4202
met4           0.013    0.01137                        0               162
met3            0.14    0.05464                        7              1729
met5               0          0                        -                 0
met2            0.52     0.1590                      176              6659
==> layout by cell type, fill, tap and decap left out <==
cell	instances
clkinv_8	3
buf_2	170
inv_8	4
dfxtp_1	154
buf_6	2
dfxtp_2	18
clkdlybuf4s50_1	172
clkbuf_16	17
inv_6	2
clkinv_4	4
clkinv_2	1
==> registers in the layout, indices dropped and copies added (netlist names), 5 cells and up <==
name	cells
regvM	32
regaM	32
WriteRegM	5
PCPlus4M	32
WriteDataM	32
ALUOutM	32
==> kinds of logic after synthesis <==
kind of cell / Yosys count / synth area share
flops: 172 / 1.000
==> power by group through the flow <==
stage	sequential [W]	clock (W)	combinational [W]
after CTS	0.00729	0.00649	0.00102
after global routing	0.00733	0.00679	0.00108
final	0.00729	0.00623	0.000987
==> final timing paths <==
path                        from              to  slack, ns  depth (start not counted)
hold / removal         regvE[20]       regvM[20]       0.21                          1
setup / recovery  WriteDataM[19]  WriteDataM[19]      -0.04                          1
==> timing repair <==
item,CTS,global route
endpoints found under the setup margin,172,172
pin swaps,0,0
gates resized,555,11
==> metrics by stage <==
stage	cell area, um^2	instances	worst slack [ns]
floorplan	3443	172	0.5385
global placement	7224	786	-0.04765
detailed placement	7224	786	-0.04142
CTS	6957	817	-0.06681
global route	6975	817	-0.09541
finish	6975	817	-0.03830
Power figures rest on the tool's default switching activity, not on a simulated workload.
