`flow/design.v`:
```
module DtoE(clk, FlushE, RegWriteD, MemtoRegD, MemWriteD, MemWriteSBD, ShiftD, divD, multD, mfD, ALUControlD, ALUSrcD, RegDstD, data1D, data2D, RsD, RtD, RdD, shamtD, SignImmD, PCPlus4D, JalD, sysD, breakD, regvD, regaD, RegWriteE, MemtoRegE, MemWriteE, MemWriteSBE, ShiftE, divE, multE, mfE, ALUControlE, ALUSrcE, RegDstE, data1E, data2E, RsE, RtE, RdE, shamtE, SignImmE, PCPlus4E, JalE, sysE, breakE, regvE, regaE); 
    input clk;
    input FlushE;
    input RegWriteD;
    input MemtoRegD;
    input MemWriteD;
    input MemWriteSBD;
    input [1:0] ShiftD;
    input divD;
    input multD;
    input [1:0] mfD;
    input [2:0] ALUControlD;
    input ALUSrcD;
    input RegDstD;
    input [31:0] data1D;
    input [31:0] data2D;
    input [4:0] RsD;
    input [4:0] RtD;
    input [4:0] RdD;
    input [4:0] shamtD;
    input [31:0] SignImmD;
    input [31:0] PCPlus4D;
    input JalD;
    input [31:0] regvD;
    input [31:0] regaD;
    input sysD;
    input breakD;
    output reg RegWriteE;
    output reg MemtoRegE;
    output reg MemWriteE;
    output reg MemWriteSBE;
    output reg [1:0] ShiftE;
    output reg divE;
    output reg multE;
    output reg [1:0] mfE;
    output reg [2:0] ALUControlE;
    output reg ALUSrcE;
    output reg RegDstE;
    output reg [31:0] data1E;
    output reg [31:0] data2E;
    output reg [4:0] RsE;
    output reg [4:0] RtE;
    output reg [4:0] RdE;
    output reg [4:0] shamtE;
    output reg [31:0] SignImmE;
    output reg [31:0] PCPlus4E;
    output reg JalE;
    output reg [31:0] regvE;
    output reg [31:0] regaE;
    output reg sysE;
    output reg breakE;
    always@(posedge clk)
    begin
        if(FlushE)       
        begin
            RegWriteE <= 0;
            MemtoRegE <= 0;
            MemWriteE <= 0;
            MemWriteSBE <= 0;
            ShiftE <= 0;
            divE <= 0;
            multE <= 0;
            mfE <= 0;
            ALUControlE <= 0;
            ALUSrcE <= 0;
            RegDstE <= 0;
            data1E <= 0;
            data2E <= 0;
            RsE <= 0;
            RtE <= 0;
            RdE <= 0;
            shamtE <= 0;
            SignImmE <= 0;
            PCPlus4E <= 0;
            JalE <= 0;
			regvE <= 0;
            regaE <= 0;
            sysE <= 0;
            breakE <= 0;
        end
        else         
        begin
            RegWriteE <= RegWriteD;
            MemtoRegE <= MemtoRegD;
            MemWriteE <= MemWriteD;
            MemWriteSBE <= MemWriteSBD;
            ShiftE <= ShiftD;
            divE <= divD;
            multE <= multD;
            mfE <= mfD;
            ALUControlE <= ALUControlD;
            ALUSrcE <= ALUSrcD;
            RegDstE <= RegDstD;
            data1E <= data1D;
            data2E <= data2D;
            RsE <= RsD;
            RtE <= RtD;
            RdE <= RdD;
            shamtE <= shamtD;
            SignImmE <= SignImmD;
            PCPlus4E <= PCPlus4D;
            JalE <= JalD;
			regvE <= regvD;
            regaE <= regaD;
            sysE <= sysD;
            breakE <= breakD;
        end
    end
endmodule
```
`flow/run.sh`:
```
#!/bin/bash
# OpenROAD 26Q1-2900-gdf79404cd8, Yosys 0.63+post, stock flow scripts
make -C /OpenROAD-flow-scripts/flow DESIGN_CONFIG=/design/flow/config.mk WORK_HOME=/design/flow/orfs finish
```
`flow/config.mk`:
```
export PLATFORM = sky130hd
export DESIGN_NAME = DtoE
export DESIGN_NICKNAME = DtoE
export VERILOG_FILES = /design/flow/design.v
export SDC_FILE = /design/flow/constraint.sdc
export NUM_CORES = 4
export LEC_CHECK = 1
export CORE_AREA = 10 10 201 201
export DIE_AREA = 0 0 211 211
```
`flow/constraint.sdc`:
```
current_design DtoE

set clk_period 1.0
set clk_io_pct 0.2

create_clock -name clk0 -period $clk_period [get_ports {clk}]

set non_clock_inputs [all_inputs -no_clocks]
set_input_delay [expr $clk_period * $clk_io_pct] -clock clk0 $non_clock_inputs
set_output_delay [expr $clk_period * $clk_io_pct] -clock clk0 [all_outputs]
```
==> changes_impl.md <==
### Implementation results

- Asr flop ratio synth: 0%
- Netlist cell types: 4
- Number of remaining DRC errors: 0
- Die width: 211 um
- Most frequent cells after synthesis: dfxtp_1, nor2b_1, buf_2
- Crit path from: ALUControlE[0]
- Synthesized area per cell: 12.7 um2
- Crit path DRT: 0.80 ns
- Cts repair resizes: 804
- Worst setup SP type: register
- Seq cells post-synth: 230
- CTS Buf Count: 25
- Initial drt markers: 87
- Slew HR: 80.6%
- Vias in the first global route: 5,328
- Drt wl/cell: 17.0 um
- DPL Wire Length: 20.1 mm
- H-tree depth: 1
- Hold buffers post-CTS: 0
- Reg clk slew, reported paths: 0.06 ns
- FMAX: 821 MHz
- Area growth from synthesis to layout: 84.0%
- Max IR drop VDD: 1.21 mV
- Share of layout cells above drive strength 1: 35.2%
- Post-synth area from yosys stat: 6160 um2
- WP data arrival: 1.02 ns
- Port buffer count: 461
- Fin crit period: 1.22 ns
- Synthesis warning total: 1
- Grt total ovfl: 0
- Pre-CTS setup slack: -0.229 ns
- Worst slew pin tran: 0.290 ns
- Number of cells on the critical path: 1
- CTS Root Cell: clkbuf_16
- Std-Cell Rows: 69
- Tool warnings: 27
- Sum of negative setup slack: -27.72 ns
- Status: finished, violations left
- Pre-Place Util: 17.2%
- RD Place Congestion: 0.838
- DR vias: 4,990
- Yosys cell count: 485
- Hold Violations, Final: 0
- Syn Inst Count: 485
- Die area: 44,500 um2
- Power Density: 1830 nW/um2
- DR vias/cell: 3.45
- # clock sinks: 230
- Critical path capture point: ALUControlE[0]
- Post-synth top area cell: dfxtp_1
- Cell area after synthesis: 6160 um2
- Setup repair bufs after CTS: 0
- Die height: 211 um
- Max-Cap Viols: 0
- Crit path cell chain: buf_6
- Violated checks: negative setup slack
- First-pass DRT Iterations: 4
- Ant diodes: 0
- Initial antenna violation count: 1
- CP bufs+invs: 1
- First-pass GRT wire length: 35.0 mm
- Max incr delay on CP: 0.40 ns
- Setup CP Type: reg2out
- Sequential area share after synthesis: 74.7%
- Critical path's top delay family: flip-flops
- Post-synth top flop: dfxtp_1
- Clock buffer depth: 3
- I/O pin total: 462
- Setup WS post-layout: -0.218 ns
- Routed wire length: 24.5 mm
- CTS tree: yes
- Worst-path maximum fanout: 1
- Largest net degree at the start of global routing: 39
- Static Leak: 4.99 nW
- Crit path max-delay cell type: dfxtp_4
- Final Setup Violations: 230
- Period utilization: 122%
- Max-slew violations: 0
- Top cells by area: dfxtp_1, nor2b_1, buf_2
- Final ANT Viol Nets: 0
- Core Footprint: 35,700 um2
- RSZ-0062 raised after global routing: yes
- Flip-flops with a built-in enable: 0
- HP Class: in2reg
- Hold depth: 3
- Aggregate global-route resource usage: 10.7%
- Kind of end point of the critical path: output port
- Yosys top cell area share: 74.7%
## cells by family after synthesis
kind of cell | after synthesis | synth area share [%]
AND/OR/NAND/NOR | 230 | 23.3
flip-flops | 230 | 74.7
buffers and inverters | 25 | 1.97
## worst min path at each step
| stage | from | end | slack [ns] |
|---|---|---|---|
| finish | FlushE | regaE[12] | 0.03 |
| global route | FlushE | regaE[12] | 0.01 |
| CTS | FlushE | regaE[12] | 0.003 |
## area by class of cell
type / instances / area (um2)
multi-input combinational: 230 / 1440
clock inverter: 8 / 96.3
tap: 461 / 577
timing repair buffer: 482 / 3840
sequential: 230 / 4680
clock buffer: 35 / 703
fill: 3654 / 24400
## sequential cells by signal, indices dropped and copies added (netlist names), 2 cells and up
name	cells
RsE	5
PCPlus4E	32
RdE	5
mfE	2
ALUControlE	3
ShiftE	2
RtE	5
SignImmE	32
regvE	32
data1E	32
regaE	32
shamtE	5
data2E	32
## through the flow
step | hold WS, ns | total power [mW] | std cells | area, um2 | util (%)
final | 0.0329 | 20.8 | 1446 | 11300 | 31.7
after global routing | 0.0148 | 21.7 | 1446 | 11300 | 31.7
after CTS | 0.00307 | 21.1 | 1446 | 11200 | 31.3
after detailed placement | 0.568 | 12.4 | 1403 | 11500 | 32.1
after global placement | 0.565 | 12.4 | 1403 | 11500 | 32.1
after floorplan | 0.328 | 10.3 | 485 | 6160 | -
## cell usage in the layout (no fill, tap or decap)
master / netlist / routed
dfxtp_1: 230 / 172
buf_2: 22 / 209
buf_4: 0 / 14
clkinv_4: 0 / 1
clkbuf_8: 0 / 4
clkdlybuf4s50_1: 0 / 230
clkinv_2: 0 / 4
clkbuf_16: 0 / 25
bufinv_16: 0 / 2
clkinvlp_4: 0 / 1
dfxtp_4: 0 / 3
buf_6: 0 / 22
nor2b_1: 230 / 230
buf_12: 0 / 7
dfxtp_2: 0 / 55
clkbuf_1: 3 / 6
## power breakdown
| group | internal (mW) | switching, mW | total (mW) |
|---|---|---|---|
| registers | 9.68 | 0.129 | 9.81 |
| logic | 1.45 | 0.539 | 1.98 |
| clock network | 5.39 | 3.57 | 8.96 |
## metal layers
layer  share of wire [%]  track usage (%)
met1                  38             12.5
met2                  45             16.7
met3                  15             6.18
met4                 2.5             2.25
met5               0.041                0
No activity file was given, so power comes from the tool's default toggle rates.
